===== ./run.sh =====
#!/bin/bash
# OpenROAD 26Q1-2900-gdf79404cd8, Yosys 0.63+post, stock flow scripts
make -C /OpenROAD-flow-scripts/flow DESIGN_CONFIG=/design/flow/config.mk WORK_HOME=/design/flow/orfs finish

===== ./config.mk =====
export PLATFORM = sky130hd
export DESIGN_NAME = RegisterFile
export DESIGN_NICKNAME = RegisterFile
export VERILOG_FILES = /design/flow/design.v
export SDC_FILE = /design/flow/constraint.sdc
export NUM_CORES = 4
export LEC_CHECK = 1
export CORE_UTILIZATION = 50

===== ./constraint.sdc =====
current_design RegisterFile

set clk_period 9.8
set clk_io_pct 0.2

create_clock -name clk0 -period $clk_period [get_ports {clk}]

set non_clock_inputs [all_inputs -no_clocks]
set_input_delay [expr $clk_period * $clk_io_pct] -clock clk0 $non_clock_inputs
set_output_delay [expr $clk_period * $clk_io_pct] -clock clk0 [all_outputs]

===== ./design.v =====
module RegisterFile (
    input clk,
    input RegWrite,
    input [4:0] rs1,
    input [4:0] rs2,
    input [4:0] rd,
    input [31:0] writeData,
    output reg [31:0] readData1,
    output reg [31:0] readData2
);
    reg [31:0] registers [0:31];
    always @(*) begin
        readData1 = (rs1 == 0) ? 0 : registers[rs1];  
        readData2 = (rs2 == 0) ? 0 : registers[rs2];
    end
    always @(posedge clk) begin
        if (RegWrite && rd != 0)
            registers[rd] <= writeData;  
    end
endmodule

==> summary.txt <==
Implementation progress

The logs give a warning total of 26. The largest net degree at the start of global routing stands at 96. The per-cell routed wire length stands at 37.4 um. Looking at hold timing, the worst path starts from writeData[6]. In this run the static leakage power is 17.7 nW. Post-CTS timing repair inserted 0 buffers for setup. The proportion of layout cells with a drive suffix above 1 stands at 0.265. The first-iteration detailed-routing DRC count stands at 1,965. The fraction of registers with async set/reset stands at 0. The clock transition at the register clock pins on the worst setup and hold paths after CTS stands at 0.06 ns. STA classifies the critical path endpoint as a primary output. The number of cells traversed by the worst hold path stands at 2. The post-cts gate resize count stands at 0. The sum of negative setup slack stands at 0 ns. Counting flops per register, the top entry is registers.

The total of buffers placed on input and output ports stands at 112. The area growth from synthesis to layout is 13.6%. The die extent in y stands at 312 um. Per the CTS log, the maximum H-tree level is 3. The flip-flop count of the largest register after layout stands at 1,024. The number of slew-limit violations in the final report stands at 0. For this run, the number of Yosys warnings is 1. For this run, design rule violations remaining after detail routing come to 0. After detailed placement, the total cell area comes to 50,900 sq um.

The total cells reported by yosys after synthesis stands at 2,564. The initial antenna violation count stands at 3. The transition time of the tightest slew-check pin stands at 1.02 ns. After layout, the minimum clock period comes to 7.46 ns. The number of nets with antenna violations after detailed routing stands at 0.

By startpoint and endpoint, the worst setup path is classified as in -> out. The first global-routing pass estimated 219 mm of wire. Counting flops and latches in the post-synthesis netlist gives 1,024. Setup repair after global routing left no endpoint under its margin. In this run the maximum-capacitance check reported violations numbering 0. According to the dpl log, the detail-placed design has an HPWL of 85.3 mm. The via count of the first global-routing pass is 31.5k. The floorplan has 113 rows. The run finished with clean final reports. The most critical min-delay path falls under in -> reg. The hold violation count in the final report stands at 0. The tally of unique sky130hd cells used after synthesis stands at 39. The area of the core stands at 95,000 sq um. The post-synthesis instance area stands at 47,900 sq um.

The sequential standard cell area stands at 30,700 sq um. In this run the clock root is driven by a sky130_fd_sc_hd__clkbuf_16. In the routed layout, each cell is associated on average with a via count of 6.93.

The area taken by multi-input logic gates stands at 16,400 sq um. The maximum net fanout on the critical path stands at 57. The worst hold path terminates at registers[10][6]. For this configuration, the core starts out at a cell density of 0.504. In this run, post-CTS hold repair placed 0 buffers. The floorplan step set the die width to 312 um. TritonCTS built the clock tree.

The power per cell area stands at 182 nW/um^2. The TritonCTS buffer count stands at 109. The number of instances in the synthesized netlist stands at 2,564.

The aggregate global-route resource usage stands at 0.357. The area recorded from the Yosys report for this design is 47,900 sq um. Per the CTS log, the buffer count on the longest clock path is 3. The worst max-slew margin expressed relative to the limit stands at 0.316. The clock tree has to reach 1,024 sinks. The number of primary I/O pins stands at 113. The OpenROAD report gives the critical path a required time of 7.84 ns.

After routing the design area is 54,400 sq um. The worst setup path is launched from an input pin. The number of endpoints failing setup at the final stage stands at 0.

The maximum ir drop on the vdd rail stands at 0.150 mV. In this run the full chip footprint comes out at 97,100 sq um. According to the report, the first pass of detailed routing completed in 5 iterations. The count of flip-flops with a built-in enable after synthesis stands at 1,024. The wire length reported by the detailed router stands at 153 mm. A synthesized cell averages 18.7 sq um. The fraction of the cycle the final worst path needs stands at 0.761.

The routability-driven placement congestion ratio stands at 0.883. For the worst setup path, the data arrival time is 5.50 ns. The number of inserted filler cells in the final layout stands at 6,912. For this run, the register share of the synthesized area comes to 0.642. For this block, the via count after detailed routing is 28.3k. The synthesis report names the predominant flop master as sky130_fd_sc_hd__edfxtp_1. The largest registers in the layout are registers x1024.

The timing-limited maximum frequency stands at 0.134 GHz. Global routing finished with a remaining overflow of 0.
cells in the final DEF (no fill, tap or decap), types with 3 or more instances in the layout:
cell | netlist | routed
sky130_fd_sc_hd__or3b_2 | 5 | 4
sky130_fd_sc_hd__a211oi_1 | 53 | 53
sky130_fd_sc_hd__o21ai_1 | 4 | 4
sky130_fd_sc_hd__a21oi_1 | 32 | 32
sky130_fd_sc_hd__clkdlybuf4s50_1 | 0 | 102
sky130_fd_sc_hd__nand2_1 | 85 | 85
sky130_fd_sc_hd__mux2_2 | 64 | 64
sky130_fd_sc_hd__nand3b_1 | 6 | 6
sky130_fd_sc_hd__nand4_1 | 32 | 32
sky130_fd_sc_hd__mux2i_1 | 320 | 320
sky130_fd_sc_hd__buf_12 | 0 | 7
sky130_fd_sc_hd__clkinv_1 | 0 | 24
sky130_fd_sc_hd__mux4_2 | 316 | 316
sky130_fd_sc_hd__clkinv_2 | 0 | 19
sky130_fd_sc_hd__bufinv_16 | 0 | 13
sky130_fd_sc_hd__a221oi_2 | 16 | 16
sky130_fd_sc_hd__a22oi_1 | 64 | 64
sky130_fd_sc_hd__o221ai_1 | 64 | 64
sky130_fd_sc_hd__a221oi_1 | 38 | 38
sky130_fd_sc_hd__nor2b_1 | 37 | 32
sky130_fd_sc_hd__buf_4 | 53 | 116
sky130_fd_sc_hd__clkbuf_16 | 0 | 112
sky130_fd_sc_hd__edfxtp_1 | 1024 | 1024
sky130_fd_sc_hd__a211oi_2 | 11 | 11
sky130_fd_sc_hd__nor2_4 | 0 | 33
sky130_fd_sc_hd__buf_2 | 50 | 3
sky130_fd_sc_hd__clkbuf_1 | 98 | 22
sky130_fd_sc_hd__nor2b_4 | 0 | 5
sky130_fd_sc_hd__a311oi_1 | 32 | 32
sky130_fd_sc_hd__buf_8 | 0 | 4
sky130_fd_sc_hd__conb_1 | 1 | 32
sky130_fd_sc_hd__clkinvlp_4 | 0 | 5
sky130_fd_sc_hd__mux4_1 | 36 | 36
sky130_fd_sc_hd__o2111ai_1 | 10 | 10
sky130_fd_sc_hd__o21ai_0 | 50 | 50
logic make-up (layout without fill, tap and decap cells):
family | after synthesis | in the layout | share of synthesized area
multiplexers | 736 | 736 | 0.250
other | 1 | 33 | 0.0000783
buffers and inverters | 217 | 435 | 0.0244
flip-flops | 1024 | 1024 | 0.642
AND-OR/OR-AND | 374 | 374 | 0.0615
AND/OR/NAND/NOR | 212 | 212 | 0.0218
worst max-delay path, cell delays in order:
cell and delay, ns:
sky130_fd_sc_hd__buf_8 0.46, sky130_fd_sc_hd__buf_4 0.64, sky130_fd_sc_hd__buf_4 0.60, sky130_fd_sc_hd__mux4_1 0.62
sky130_fd_sc_hd__mux2_2 0.29, sky130_fd_sc_hd__a221oi_1 0.33, sky130_fd_sc_hd__a211oi_1 0.07, sky130_fd_sc_hd__clkdlybuf4s50_1 0.42
power breakdown:
group          total, mW  switching (mW)  internal [mW]  leakage (nW)
clock               4.13            1.71           2.42          1.73
combinational      0.881           0.509          0.372          6.75
sequential          4.91          0.0269           4.89          9.25
total               9.92            2.24           7.68          17.7
how the worst max path moves through the flow:
stage / from / endpoint / slack [ns] / depth (start not counted)
after CTS: rs2[0] / readData2[4] / 2.35 / 8
after global routing: rs2[0] / readData2[6] / 2.13 / 8
final: rs2[0] / readData2[6] / 2.34 / 8
synthesized netlist by cell type, types with 2 or more instances:
cell	count	area, sq um
sky130_fd_sc_hd__a211oi_1	53	398
sky130_fd_sc_hd__mux4_1	36	946
sky130_fd_sc_hd__nand3_1	2	10.0
sky130_fd_sc_hd__mux2_2	64	721
sky130_fd_sc_hd__o221ai_1	64	561
sky130_fd_sc_hd__nor2_1	36	135
sky130_fd_sc_hd__mux2i_1	320	3200
sky130_fd_sc_hd__buf_4	53	398
sky130_fd_sc_hd__a211oi_2	11	138
sky130_fd_sc_hd__buf_2	50	250
sky130_fd_sc_hd__inv_1	2	7.51
sky130_fd_sc_hd__a21oi_1	32	160
sky130_fd_sc_hd__or3b_2	5	43.8
sky130_fd_sc_hd__or3_1	2	12.5
sky130_fd_sc_hd__a221oi_2	16	240
sky130_fd_sc_hd__a311oi_1	32	280
sky130_fd_sc_hd__o2111ai_1	10	87.6
sky130_fd_sc_hd__a221oi_1	38	333
sky130_fd_sc_hd__mux4_2	316	7120
sky130_fd_sc_hd__nor2b_1	37	231
sky130_fd_sc_hd__buf_6	12	135
sky130_fd_sc_hd__edfxtp_1	1024	30700
sky130_fd_sc_hd__nand2_1	85	319
sky130_fd_sc_hd__clkbuf_1	98	368
sky130_fd_sc_hd__a22oi_1	64	480
sky130_fd_sc_hd__o21ai_1	4	20.0
sky130_fd_sc_hd__nand4_1	32	200
sky130_fd_sc_hd__nand3b_1	6	45.0
sky130_fd_sc_hd__o21ai_0	50	250
final cells by class:
| cell class | count | area share |
|---|---|---|
| tap | 1265 | 0.0291 |
| timing repair buffer | 234 | 0.0391 |
| sequential | 1024 | 0.565 |
| antenna | 1 | 0.0000460 |
| clock inverter | 65 | 0.0123 |
| clock buffer | 134 | 0.0530 |
| multi-input combinational | 1354 | 0.301 |
| inverter | 2 | 0.000161 |
layer usage:
layer / GRT usage / routed length [um]
met3: 0.298 / 30200
met4: 0.113 / 6520
met2: 0.488 / 69000
met5: 0.0306 / 245
met1: 0.440 / 46600
metrics by stage:
step	util	instances	setup slack [ns]	power, mW	hold slack, ns
after detailed placement	0.535	3879	2.34	5.88	2.79
final	0.573	4079	2.34	9.92	2.08
after global routing	0.573	4079	2.13	10.2	2.08
after global placement	0.535	3879	2.39	5.87	2.78
after CTS	0.573	4078	2.35	9.96	2.05
after floorplan	-	2595	4.47	5.49	2.06
Power figures rest on the tool's default switching activity, not on a simulated workload.
