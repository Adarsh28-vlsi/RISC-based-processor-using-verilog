===== design/flow/design.v =====
module ControlUnit (
    input [6:0] opcode,
    output reg RegWrite,
    output reg ALUSrc,
    output reg MemRead,
    output reg MemWrite,
    output reg MemToReg,
    output reg Branch,
    output reg [1:0] ALUOp
);
    always @(*) begin
        case (opcode)
            7'b0110011: begin  
                RegWrite = 1; ALUSrc = 0; MemRead = 0;
                MemWrite = 0; MemToReg = 0; Branch = 0; ALUOp = 2'b10;
            end
            7'b0010011: begin  
                RegWrite = 1; ALUSrc = 1; MemRead = 0;
                MemWrite = 0; MemToReg = 0; Branch = 0; ALUOp = 2'b00;
            end
            7'b0000011: begin  
                RegWrite = 1; ALUSrc = 1; MemRead = 1;
                MemWrite = 0; MemToReg = 1; Branch = 0; ALUOp = 2'b00;
            end
            7'b0100011: begin  
                RegWrite = 0; ALUSrc = 1; MemRead = 0;
                MemWrite = 1; MemToReg = 0; Branch = 0; ALUOp = 2'b00;
            end
            7'b1100011: begin  
                RegWrite = 0; ALUSrc = 0; MemRead = 0;
                MemWrite = 0; MemToReg = 0; Branch = 1; ALUOp = 2'b01;
            end
            default: begin
                RegWrite = 0; ALUSrc = 0; MemRead = 0;
                MemWrite = 0; MemToReg = 0; Branch = 0; ALUOp = 2'b00;
            end
        endcase
    end
endmodule

===== design/flow/run.sh =====
#!/bin/bash
# OpenROAD 26Q1-2900-gdf79404cd8, Yosys 0.63+post, stock flow scripts
make -C /OpenROAD-flow-scripts/flow DESIGN_CONFIG=/design/flow/config.mk WORK_HOME=/design/flow/orfs finish

===== design/flow/config.mk =====
export PLATFORM = sky130hd
export DESIGN_NAME = ControlUnit
export DESIGN_NICKNAME = ControlUnit
export VERILOG_FILES = /design/flow/design.v
export SDC_FILE = /design/flow/constraint.sdc
export NUM_CORES = 4
export LEC_CHECK = 1
export CORE_AREA = 10 10 70 70
export DIE_AREA = 0 0 80 80

===== design/flow/constraint.sdc =====
current_design ControlUnit

set clk_period 1.0
set clk_io_pct 0.2

create_clock -name clk0 -period $clk_period

set non_clock_inputs [all_inputs -no_clocks]
set_input_delay [expr $clk_period * $clk_io_pct] -clock clk0 $non_clock_inputs
set_output_delay [expr $clk_period * $clk_io_pct] -clock clk0 [all_outputs]

==> run summary <==
Figures from the flow reports.

STA:
- The run gives the slew of the pin with the lowest slew margin as slightly above 0.2 ns.
- The final timing report derives a shortest allowable period of 1.226 ns.
- The run gives the post-route fraction of the period consumed by the critical path as 1.226.
- The run puts the number of hold violations in the final report at 0.
- Setup repair after global routing could not meet its margin everywhere.
- The slew check shows that the tightest pin keeps a relative margin of 0.8615.
- The final max-slew violation count recorded for this run is 0.
- The critical path in the final layout is reported with a setup slack of -0.2262 ns.
- The run gives the number of endpoints failing setup at the final stage as 8.
- The run puts the final sum of negative setup slack at -1.516 ns.
- The run puts the maximum operating frequency at 0.8155 GHz.

Finish:
- There are 0 flip-flops and latches.
- Among logic cells in the layout, the one with the most instances is sky130_fd_sc_hd__buf_2.
- The run gives the total of fill cells in the finished design as 402.
- The run puts the register area at 0 um2.
- Once layout is complete, the cells apart from fillers number 80.
- The run gives the area taken by multi-input logic gates as 130.1 um2.
- The layout stage reports a final design area of about 370 um2.
- Per the layout report, the design carries 0 clock buffers.
- The top cell types in the final layout, fill and taps aside, are sky130_fd_sc_hd__buf_2, sky130_fd_sc_hd__buf_6, sky130_fd_sc_hd__buf_4.
- The run puts the layout overhead on the synthesized area at 286.8%.
- In the final layout, the share of cells above drive strength 1 is 0.9412.

Floorplan:
- The total area inside the core boundary comes to approximately 3400 um2.
- The run puts the row count at 21.
- In the floorplan report the effective utilization is 0.02784.
- The run gives the floorplan die height as approximately 80 um.
- The run gives the total die area as 6400 um2.
- The run puts the number of primary I/O pins at 15.
- The run puts the chip width at ~80 um.

Logic synthesis:
- Summing every instance area after synthesis gives roughly 95 um2.
- The run puts the chip area estimate from yosys synthesis at 95.09 um2.
- The run puts the gate count after technology mapping at 12.
- The run puts the sequential area share after synthesis at 0.
- The run gives the post-synthesis share of cell area spent on xor and xnor gates as 0.
- The run puts the Yosys warning count at 1.
- The run puts the synthesized-area fraction occupied by and/or/nand/nor cells at 0.8421.
- Grouping non-sequential cells by family puts the most area in simple AND/OR/NAND/NOR gates.
- The run gives the synthesized area per cell as 7.924 um2.
- The run puts the share of synthesized area spent on multiplexers at 0.
- The synth_stat.txt file lists the number of cells as 12.
- The cell-mix breakdown from Yosys lists the compound-gate area share as 0.
- The run puts the adder and majority gate portion of the synthesized area at 0.
- After synthesis, the netlist uses 9 different library cells.

Worst hold path:
- Along the worst hold path, the cell count comes to 4.
- In this run the worst hold path is classified as in -> out.

Drt:
- The run gives the antenna cell count as 0.
- The run gives the ratio of routed vias to standard cells as 2.175.
- The run gives the aggregate routed wire length as between 700 and 800 um.
- For this sky-water flow run, the detailed-routed wirelength per cell is reported as around 9.0 um.
- The routed layout has between 150 and 200 vias.
- The run puts the residual DRC count at 0.
- The iteration count recorded for the first detailed-route pass is 1.
- The run puts the remaining number of nets flagged by the antenna check after routing at 0.
- The run gives the DRC violation total after the first TritonRoute iteration as 0.

GRT:
- The number of antenna violations at the first check in global routing is 0.
- In the global route stage, overall resource usage came out at 0.02217.
- The run puts the total congestion overflow at 0.
- Entering global routing, the biggest net connects 6 pins.
- The run gives the number of global-route vias before repair as between 150 and 200.
- The first global-routing pass estimated 1.110 mm of wire.

Place:
- The run puts the cell total after placement at between 70 and 80.
- The run gives the total placed instance area as 310.3 um2.
- The run gives the worst slack at placement as -1.074 ns.
- The run gives the routability congestion estimate from global placement as ~0.76.
- The run gives the detailed-placement wirelength estimate as roughly 590 um.
- The run gives the number of buffers inserted by port buffering as 15.

Worst setup path:
- The run puts the signal arrival time at the worst endpoint at between 1 and 1.5 ns.
- The worst setup path is captured at an output port.
- The critical path is of the in -> out type.
- The run puts the data required time of the worst path at 0.80 ns.
- STA classifies the critical path startpoint as an input pin.
- Along the worst path, the maximum fanout reaches 4.

Pwr:
- The run puts the leakage power of the design at 0.1550 nW.
- The run puts the peak supply drop at between 0.03 and 0.04 mV.
- The report lists the power per cell area as 206.0 nW/um2.

Outcome:
- The checks that failed: setup timing.
- The run finished, with violations left.

Run:
- The run puts the count of max-cap constraint violations at 0.
- The run puts the tally of OpenROAD warnings at 34.
[power breakdown]
group	switching, W	total [W]	leakage (nW)	internal [W]
logic	0.0000302	0.0000758	0.155	0.0000456
registers	0	0	0	0
clock network	0	0	0	0
total	0.0000302	0.0000758	0.155	0.0000456
[cell usage after synthesis (all sizes together)]
cell type | count | share of area
nand4bb | 1 | 0.29
nand3b | 1 | 0.079
nor2 | 1 | 0.039
nor3 | 2 | 0.11
buf | 2 | 0.16
nor3b | 2 | 0.16
nor2b | 1 | 0.066
nor4 | 1 | 0.066
nand2 | 1 | 0.039
[critical path: stages]
cell                        delay, ns
sky130_fd_sc_hd__buf_6           0.09
sky130_fd_sc_hd__nand4bb_4       0.26
sky130_fd_sc_hd__buf_6           0.16
sky130_fd_sc_hd__buf_6           0.11
sky130_fd_sc_hd__nor3_2          0.10
sky130_fd_sc_hd__buf_2           0.11
[metal layers]
layer	share of wire	global-route usage	up-vias
li1	-	-	87
met1	0.43	0.02836	80
met2	0.45	0.03451	7
met3	0.12	0.01136	0
met4	0	0	0
met5	0	0	-
[layout make-up]
| cell class | count | area share |
|---|---|---|
| multi-input combinational | 10 | 0.3537 |
| tap | 46 | 0.1565 |
| timing repair buffer | 24 | 0.4898 |
[what timing repair did]
item	CTS	global route
hold buffers	0	0
resized	64	6
pin swaps	5	3
endpoints found under the setup margin	8	8
gates cloned	0	0
buffers inserted	5	1
[path summary, 6_finish.rpt]
| check | startpoint | end | slack (ns) |
|---|---|---|---|
| setup / recovery | opcode[3] | ALUOp[1] | -0.23 |
| hold / removal | opcode[5] | ALUOp[1] | 0.78 |
[kinds of logic after synthesis]
logic type             Yosys count
buffers and inverters            2
AND/OR/NAND/NOR                 10
[per-stage QoR]
step              util  total power [W]  hold slack (ns)
2_1_floorplan        -       0.00001336           0.4141
3_5_place_dp   0.09084       0.00006165            1.385
3_3_place_gp   0.09084       0.00006064            1.374
6_report        0.1077       0.00007579           0.7814
5_1_grt         0.1077       0.00008192           0.8156
4_1_cts         0.1040       0.00007201           0.7972
No activity file was given, so power comes from the tool's default toggle rates.
