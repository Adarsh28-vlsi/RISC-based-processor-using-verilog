File: /design/flow/run.sh
#!/bin/bash
# OpenROAD 26Q1-2900-gdf79404cd8, Yosys 0.63+post, stock flow scripts
make -C /OpenROAD-flow-scripts/flow DESIGN_CONFIG=/design/flow/config.mk WORK_HOME=/design/flow/orfs finish
File: /design/flow/config.mk
export PLATFORM = sky130hd
export DESIGN_NAME = ALU
export DESIGN_NICKNAME = ALU
export VERILOG_FILES = /design/flow/design.v
export SDC_FILE = /design/flow/constraint.sdc
export NUM_CORES = 4
export LEC_CHECK = 1
export CORE_UTILIZATION = 30
File: /design/flow/design.v
module ALU (
    input [31:0] A,
    input [31:0] B,
    input [3:0] ALUControl,
    output reg [31:0] Result,
    output reg Zero
);
    always @(*) begin
        case (ALUControl)
            4'b0000: Result = A & B;            
            4'b0001: Result = A | B;            
            4'b0010: Result = ~(A & B);         
            4'b0011: Result = ~(A | B);         
            4'b0100: Result = A ^ B;            
            4'b0101: Result = A + B;            
            4'b0110: Result = A - B;            
            4'b0111: Result = ($signed(A) < $signed(B)) ? 1 : 0;  
            4'b1000: Result = ($signed(A) > $signed(B)) ? 1 : 0;  
            4'b1001: Result = A * B;            
            4'b1010: Result = B ? (A % B) : 0;  
            4'b1011: Result = A << B[4:0];      
            4'b1100: Result = A >> B[4:0];      
            4'b1101: Result = ~A;               
            4'b1110: Result = ~B;               
            default: Result = 0;
        endcase
        Zero = (Result == 0) ? 1'b1 : 1'b0;
    end
endmodule
File: /design/flow/constraint.sdc
current_design ALU

set clk_period 263.6
set clk_io_pct 0.2

create_clock -name clk0 -period $clk_period

set non_clock_inputs [all_inputs -no_clocks]
set_input_delay [expr $clk_period * $clk_io_pct] -clock clk0 $non_clock_inputs
set_output_delay [expr $clk_period * $clk_io_pct] -clock clk0 [all_outputs]
==> results.toml <==
# physical design summary
[grt]
antenna_found_initial = 26
track_usage_pct = 33.66
grt_pass1_wl_mm = 457.9
grt_overflow = 0
grt_start_max_net_pins = 59
grt_pass1_vias = 62238

[route]
drt_pre_antenna_iters = 6
vias_per_cell = 6.161
routed_wl_mm = 324.6
drt-wirelength-per-cell_um = 30.50
vias = 65572
antenna_left = 0
first_iter_violations = 7287
drc_errors = 0

[cells_and_area]
layout-drive-gt1-share_pct = 7.270
final_layout_top_logic_cells = "nand2_1, nor2_1, ha_1"
flops = 0
fin_area_um2 = 62200
register_area_um2 = 0
area_delta_synth_final_pct = 8.058
lay_top_count = "nand2_1"
clkbuf_count = 0
fill_cells = 20176

[run]
max_cap_viol_count = 0
warnings = 101

[die]
die_h_um = 440.0
core-area_um2 = 190400
pin_count = 101
fp_util_pct = 30.24
rows = 160
die_w_um = 440.0
die-area_um2 = 193600

[pwr]
p_int_w = 0.0002767
p_leak_nw = 28.08
p_per_area_nw_per_um2 = 12.02
peakVddDrop_mv = 0.03732
p_total_w = 0.0007477
netSwitchingPower_w = 0.0004710
p_sw_share_pct = 62.99

[timing]
timing.setup.tns_ns = 0
max_slew_margin_pct = 12.70
post-route-min-period_ns = 196.04
finalCritPeriodShare_pct = 74.37
slew_viol_final = 0
finalHoldViolations = 0
rsz0062_at_grt = "no"
timing.hold.ws_ns = 106.76
fmax_mhz = 5.101
worst_slack_ns = 67.56
setup_viol = 0
tightestPinTransition_ns = 1.305

[logic_synthesis]
yosys.area.top_type = "ha_1"
netlist_instances = 8136
ys_cells = 8136
synth_seq_share_pct = 0
syn_area_per_cell_um2 = 7.075
top_cells_by_area = "ha_1, fa_1, nand2_1"
ys_warn_count = 1
synthDistinctLibCells = 110
yosysTopAreaCellShare_pct = 16.32
ys_chip_area_um2 = 57560
syn_area_um2 = 57560

[place]
dpl.hpwl_mm = 257.6
place.gp.congestion = 1.099
io_buffers = 101
place_area_um2 = 62150
dp_slack_ns = 70.71

[worst_setup_path]
critPathKind = "primary input to primary output"
cp_num_cells = 280
arrival_ns = 143.32
critPathBufInv = 19
cp_slowest_cell = "clkdlybuf4s50_1"
cp-end-kind = "primary output"
endpoint = "Zero"
cp-start-kind = "primary input"
startpoint = "B[25]"
cp_max_fo = 33
critPathTopFamily = "AND-OR/OR-AND gates"
crit_path_frequent_cell = "ha_1"
cpPeakStageDelay_ns = 0.93
crit_required_ns = 210.88

[hold_path]
hp-class = "primary input to primary output"

[run_status]
outcome = "finished clean"

[clock_network]
cts_hold_buf = 0
post_cts_buffers = 0
cts_resized = 0
-- cells in the mapped netlist, types with 90 or more instances --
cell,n
a21oi_1,609
nor3_1,203
nor2_1,814
inv_1,712
nand3_1,194
a21o_1,175
xor2_1,178
o211ai_1,121
ha_1,751
xnor2_1,284
o21ai_0,411
or3_1,90
nand2_1,1024
clkbuf_1,280
o21a_1,123
a211oi_1,106
fa_1,411
-- through the flow --
step                instances  utilization (%)
floorplan                8136                -
global placement        10623            32.64
detailed placement      10625            32.65
CTS                     10625            32.65
global route            10633            32.66
finish                  10643            32.67
-- final cells by class --
cell class | count | area [um2] | area share (%)
multi-input cells | 7038 | 53460 | 85.95
well taps | 2511 | 3142 | 5.051
repair buffers | 358 | 2851 | 4.584
inverters | 719 | 2701 | 4.343
diodes | 17 | 42.54 | 0.06839
-- cell families after synthesis --
logic type               count (synthesis)  share of synthesized area (%)
adder cells (fa/ha/maj)               1162                          30.62
AND-OR/OR-AND                         2364                          27.68
multiplexers                           179                          4.465
buffers and inverters                 1098                          7.262
XOR/XNOR                               462                          7.030
AND/OR/NAND/NOR                       2871                          22.95
-- how the worst min path moves through the flow --
stage     start        end  slack, ns  depth (start not counted)
5_1_grt    A[1]  Result[1]     106.80                          5
4_1_cts    A[1]  Result[1]     106.73                          5
6_report   A[1]  Result[1]     106.76                          5
-- tightest hold or removal path: cells and delay by family --
family | cells | cell delay, ns
AND-OR/OR-AND | 2 | 0.36
buffers and inverters | 3 | 0.94
-- routing by layer --
metal / vias up / track usage, % / wire length, um
li1: 29204 / - / -
met1: 31429 / 43.43 / 127600
met2: 3948 / 48.32 / 133800
met3: 965 / 11.76 / 38090
met4: 26 / 20.31 / 24830
met5: - / 0.7196 / 362
